**run.sh**
```bash
#!/bin/bash
# OpenROAD 26Q1-2900-gdf79404cd8, Yosys 0.63+post, stock flow scripts
make -C /OpenROAD-flow-scripts/flow DESIGN_CONFIG=/design/flow/config.mk WORK_HOME=/design/flow/orfs finish
```
**config.mk**
```make
export PLATFORM = sky130hd
export DESIGN_NAME = mul_top
export DESIGN_NICKNAME = mul_top
export VERILOG_FILES = /design/flow/design.v
export SDC_FILE = /design/flow/constraint.sdc
export NUM_CORES = 4
export LEC_CHECK = 1
export CORE_UTILIZATION = 40
```
**constraint.sdc**
```tcl
current_design mul_top

set clk_period 17.5
set clk_io_pct 0.2

create_clock -name clk0 -period $clk_period [get_ports {clk}]

set non_clock_inputs [all_inputs -no_clocks]
set_input_delay [expr $clk_period * $clk_io_pct] -clock clk0 $non_clock_inputs
set_output_delay [expr $clk_period * $clk_io_pct] -clock clk0 [all_outputs]
```
**design.v**
```verilog
module FA
  (
   output C,
   output S,
   input  X,
   input  Y,
   input  Z
   );
  assign {C, S} = X + Y + Z;
endmodule
module csa_bitlen 
  #( parameter BITLEN = 34 )
  (
   output [BITLEN - 1:0] C,
   output [BITLEN - 1:0] S,
   input [BITLEN - 1:0]  X,
   input [BITLEN - 1:0]  Y,
   input [BITLEN - 1:0]  Z
   );
  genvar i;
  generate
    for (i = 0 ; i < BITLEN ; i = i + 1) begin: loop1
      FA myadder(C[i], S[i], X[i], Y[i], Z[i]);
    end
  endgenerate
endmodule
module mul_top 
  #( parameter BITLEN = 17 )
  (
   input                           clk, 
   input                           reset, 
   input [BITLEN - 1:0]            A,
   input [BITLEN - 1:0]            B,
   output logic [2 * BITLEN - 1:0] C
   ); 
  logic [2 * BITLEN - 1:0] C_wire; 
  logic [BITLEN - 1:0]     A_1d; 
  logic [BITLEN - 1:0]     B_1d; 
  always_ff @(posedge clk) begin 
    if (reset) begin 
      A_1d <= {BITLEN{1'b0}}; 
      B_1d <= {BITLEN{1'b0}}; 
      C    <= {2 * BITLEN{1'b0}}; 
    end else begin 
      A_1d <= A; 
      B_1d <= B; 
      C    <= C_wire; 
    end 
  end 
  mul_trees #(.BITLEN(BITLEN)) mytree
    ( A_1d, 
      B_1d, 
      C_wire 
      ); 
endmodule
module mul_trees 
  #( parameter BITLEN = 17 )
  (
   input [BITLEN - 1:0]      A,
   input [BITLEN - 1:0]      B,
   output [2 * BITLEN - 1:0] C
   );
  logic [33:0] RES0;
  logic [33:0] RES1;
  logic [33:0] RES2;
  logic [33:0] RES3;
  logic [33:0] RES4;
  logic [33:0] RES5;
  logic [33:0] RES6;
  logic [33:0] RES7;
  logic [33:0] RES8;
  logic [33:0] RES0_new;
  logic [33:0] RES1_new;
  logic [33:0] RES2_new;
  logic [33:0] RES3_new;
  logic [33:0] RES4_new;
  logic [33:0] RES5_new;
  logic [33:0] RES6_new;
  logic [33:0] RES7_new;
  logic [33:0] RES8_new;    
  logic [33:0] L1S;
  logic [33:0] L1C;
  logic [33:0] L2S;
  logic [33:0] L2C;
  logic [33:0] L3S;
  logic [33:0] L3C;
  logic [33:0] L4S;
  logic [33:0] L4C;
  logic [33:0] L5S;
  logic [33:0] L5C;
  logic [33:0] L6S;
  logic [33:0] L6C;
  logic [33:0] L7S;
  logic [33:0] L7C;
  rombooth row0({B[ 1:0],1'b0}, {1'b0,A}, RES0);
  rombooth row1({B[ 3:1]}, {1'b0,A}, RES1);
  rombooth row2({B[ 5:3]}, {1'b0,A}, RES2);
  rombooth row3({B[ 7:5]}, {1'b0,A}, RES3);
  rombooth row4({B[ 9:7]}, {1'b0,A}, RES4);
  rombooth row5({B[11:9]}, {1'b0,A}, RES5);
  rombooth row6({B[13:11]}, {1'b0,A}, RES6);
  rombooth row7({B[15:13]}, {1'b0,A}, RES7);
  rombooth row8({1'b0,B[16:15]}, {1'b0,A}, RES8);
  assign RES0_new =  RES0;
  assign RES1_new = {RES1[31:0],2'b0};
  assign RES2_new = {RES2[29:0],4'b0};
  assign RES3_new = {RES3[27:0],6'b0};
  assign RES4_new = {RES4[25:0],8'b0};
  assign RES5_new = {RES5[23:0],10'b0};
  assign RES6_new = {RES6[21:0],12'b0};
  assign RES7_new = {RES7[19:0],14'b0};
  assign RES8_new = {RES8[17:0],16'b0};
  csa_bitlen #(.BITLEN(34)) 
    level1(L1C, L1S, RES0_new, RES1_new, RES2_new);
  csa_bitlen #(.BITLEN(34)) 
    level2(L2C, L2S, RES3_new, RES4_new, RES5_new);
  csa_bitlen #(.BITLEN(34)) 
    level3(L3C, L3S, RES6_new, RES7_new, RES8_new);
  csa_bitlen #(.BITLEN(34)) 
    level4(L4C, L4S, {L1C[32:0], 1'b0}, L1S, {L2C[32:0], 1'b0});
  csa_bitlen #(.BITLEN(34)) 
    level5(L5C, L5S, L2S, {L3C[32:0], 1'b0}, L3S);
  csa_bitlen #(.BITLEN(34)) 
    level6(L6C, L6S, {L4C[32:0], 1'b0}, L4S, {L5C[32:0], 1'b0});
  csa_bitlen #(.BITLEN(34)) 
    level7(L7C, L7S, L5S, {L6C[32:0], 1'b0}, L6S);
  assign C = L7S + {L7C[32:0], 1'b0};
endmodule
module rombooth
  #( parameter BITLEN = 17 )
  (
   input [2:0]                     A,
   input [BITLEN:0]                multiplicand,
   output logic [BITLEN * 2 - 1:0] B
   );
  logic [BITLEN:0] twosmult;
  assign twosmult = (~multiplicand) + 18'h1;
  always_comb begin
    case (A)
      3'b000 : B <= 34'h0;
      3'b001 : B <= {16'h0, multiplicand};
      3'b010 : B <= {16'h0, multiplicand};
      3'b011 : B <= {15'h0, multiplicand, 1'b0};
      3'b100 : B <= {{15{twosmult[17]}}, twosmult, 1'b0};
      3'b101 : B <= {{16{twosmult[17]}}, twosmult};
      3'b110 : B <= {{16{twosmult[17]}}, twosmult};
      3'b111 : B <= 34'h0;
    endcase
  end
endmodule
```
==> reports/metrics.csv <==
stage;metric;value;unit
clock_network;TritonCTS Buffers;9;
synthesis;Async SR Flop Fraction;0;%
final_timing;Fin Hold WS;862.7;ps
finish;area delta synth->final;10.55;%
synthesis;xor+xnor area frac;4.285;%
synthesis;Synth top area share;21.83;%
drt;number of remaining DRC errors;0;
place;# port buffers;69;
synthesis;Post-synth area hogs;fa_1 22%, dfxtp_1 10%, o21ai_0 6.4%;
final_timing;RSZ-0062 raised after global routing;no;
drt;Vias;13370;
final_timing;setup ws final;9336;ps
synthesis;synthesized area;13020;um^2
global_routing;global route overflow;0;
final_timing;setup tns final;0;ps
power_and_ir_drop;worst vdd ir;0.1070;mV
synthesis;synth cell count leaders;166 x o21ai_0, 150 x inv_1, 143 x clkbuf_1, 142 x fa_1, 137 x a21oi_1;
power_and_ir_drop;pwr dens;152.2;nW/um^2
floorplan;num ports;70;
synthesis;Mapped Cells;1692;
place;routability congestion estimate;1.041;
clock_network;htree depth;3;
final_timing;slew at the pin with the worst max-slew slack;1043;ps
place;dpl cells;2089;
synthesis;yosys simple share;14.39;%
finish;share of cells above drive strength 1;6.826;%
final_timing;Final Cycle Share;46.65;%
floorplan;total die area;33280;um^2
final_timing;worst clock skew;23.29;ps
setup_path;worst endpoint required time;17760;ps
place;DP Worst Slack;9517;ps
clock_network;Insertion Delay late pin;390;ps
drt;ANT cells;0;
floorplan;die extent in x;182.4;um
floorplan;Starting Density;40.96;%
drt;antenna-violating nets left;0;
drt;DRT Pass-1 Iters;6;
synthesis;Synth area leader;fa_1;
job;tally of OpenROAD warnings;26;
clock_network;Max clock buf depth;2;
synthesis;FF+latch count, synth;68;
drt;DRT iter0 DRCs;1559;
synthesis;Netlist cell types;75;
setup_path;Worst Path Class, Setup;register to register;
global_routing;number of global-route vias before repair;12770;
final_timing;Period minus WS final;8164;ps
final_timing;fmax;0.1225;GHz
clock_network;Post-CTS Setup Inserts;0;
min_path;worst hold start;B_1d[0];
synthesis;Adder Area Share;27.34;%
job;Max Cap Violations;0;
setup_path;Setup crit start;A_1d[0];
drt;final WL;52390;um
global_routing;initial antenna violation count;0;
finish;Finished Layout Cells;2105;
floorplan;core area;31800;um^2
drt;WL/cell;24.89;um
synthesis;mux frac, synth;1.739;%
setup_path;CP max FO;15;
synthesis;sequential share of the synthesized area;10.45;%
final_timing;final setup violation count;0;
synthesis;count of library flops with an enable pin;0;
run_status;status;complete, no violations;
synthesis;YS warnings;2;
synthesis;main flop type after synthesis;dfxtp_1;
setup_path;RR Startpoint;A_1d[0];
synthesis;Largest logic family;AND-OR/OR-AND gates;
power_and_ir_drop;Pleak;0.005549;uW
final_timing;Rel. slew slack;30.20;%
clock_network;Clock Pin Slew Worst Setup and Hold Paths;60;ps
floorplan;num rows;65;
setup_path;crit path launch type;register;
clock_network;clock sink count;68;
global_routing;Tot GR Track Use;33.30;%
min_path;Hold WC Path Type;register to register;
clock_network;CTS tree;yes;
drt;DR vias/cell;6.350;
floorplan;Die H;182.4;um
clock_network;cts repair resizes;0;
synthesis;yosys cell count;1692;
place;DP Wirelength;37710;um
setup_path;WP data arrival;8420;ps
synthesis;most common cell in the netlist;o21ai_0;
synthesis;Yosys chip area;13020;um^2
synthesis;AND-OR/OR-AND Cells, Area Fraction;32.44;%
final_timing;Final Max Slew Viols;0;
global_routing;largest net degree at the start of global routing;57;
final_timing;Final Hold Fails;0;
clock_network;CTS Hold Buffers Added;0;
setup_path;critical path capture point type;register;
global_routing;first-pass GRT wire length;80060;um
clock_network;clk root buf;clkbuf_16;
synthesis;syn_area_per_cell;7.697;um^2
final cells by class:
cell class / instances / area (um^2)
repair buffers: 133 / 1166
multi-input cells: 1303 / 10450
inverters: 150 / 563.0
clock buffers: 9 / 225.2
flip-flops and latches: 68 / 1364
fillers: 3064 / 17400
clock inverters: 7 / 82.58
well taps: 435 / 544.3
worst paths after layout:
path	endpoint	slack, ps	cells past startpoint
worst min register to register	C[0]	860	2
worst min-delay path	C[0]	860	2
worst max register to register	C[31]	9340	22
worst max-delay path	C[31]	9340	22
layer usage:
metal	global-route usage, %	share of wire [%]	wire, um	vias to the layer above
met3	11.94	13	6880	179
met5	0	0	0	-
met2	47.08	41	21580	863
met4	14.82	6.1	3191	0
met1	46.67	40	20740	6379
li1	-	-	-	5946
flip-flops by register name, indices dropped and copies added, names as in the netlist:
signal,cells
A_1d,17
B_1d,17
C,34
worst max-delay path, stage by stage, from the launching register on:
cell,delay [ps]
dfxtp_1,530
inv_1,350
ha_1,410
buf_4,280
nand3_1,310
nand2_1,280
nor2b_1,590
a22oi_1,140
o21ai_0,200
o221ai_1,380
fa_1,580
fa_1,540
fa_1,440
fa_1,540
inv_1,40
ha_1,330
nand2_1,110
o21ai_0,350
a21oi_1,140
a311oi_1,710
a21oi_1,160
o31ai_1,260
mux2_2,360
where the power goes:
| group | switching [uW] | internal [uW] |
|---|---|---|
| Sequential | 11.5 | 198 |
| Combinational | 1020 | 760 |
| Clock | 89.2 | 112 |
metrics by stage:
step | area [um^2] | utilization, % | power [uW]
4_1_cts | 14400 | 45.28 | 2200
3_5_place_dp | 14090 | 44.31 | 1982
5_1_grt | 14400 | 45.28 | 2455
6_report | 14400 | 45.28 | 2191
3_3_place_gp | 14090 | 44.31 | 1976
2_1_floorplan | 13020 | - | 1538
placed cells by master, fill, tap and decap left out, types with 17 or more instances in the layout:
cell             count
nor3_1              20
o211ai_1            54
buf_4               64
a22oi_1             56
nand2_1            115
xnor2_1             39
nand2b_1            17
fa_1               142
clkdlybuf4s50_1     68
o22a_1              31
o21ai_0            166
o22ai_1             41
o221ai_1            50
ha_1                55
a21oi_1            137
mux2i_1             17
nor2b_1             53
xor2_1              20
nor2_1              95
dfxtp_1             66
inv_1              150
kinds of logic (layout without fill, tap and decap cells):
family / count (synthesis) / after routing
AND-OR/OR-AND: 646 / 646
AND/OR/NAND/NOR: 373 / 373
buffers and inverters: 321 / 299
adder cells (fa/ha/maj): 200 / 200
flip-flops: 68 / 68
XOR/XNOR: 62 / 62
multiplexers: 22 / 22
Power is estimated from default activity; no workload was simulated.
