===== design/flow/design.v =====
`timescale 1ns/1ps
module alu(
    input logic [31:0]  i_operand_a,
    input logic [31:0]  i_operand_b,
    input logic [3:0]   i_alu_op,
    output logic [31:0] o_alu_data
);
parameter logic [3:0] OP_ADD  = 4'b0000;
parameter logic [3:0] OP_SUB  = 4'b0001;
parameter logic [3:0] OP_SLT  = 4'b0010;
parameter logic [3:0] OP_SLTU = 4'b0011;
parameter logic [3:0] OP_XOR  = 4'b0100;
parameter logic [3:0] OP_OR   = 4'b0101;
parameter logic [3:0] OP_AND  = 4'b0110;
parameter logic [3:0] OP_SLL  = 4'b0111;
parameter logic [3:0] OP_SRL  = 4'b1000;
parameter logic [3:0] OP_SRA  = 4'b1001;
parameter logic [3:0] OP_OP_B = 4'b1010;
wire [31:0] w_op_add;
alu_carry_lookahead_adder CLA(
    .i_a        (i_operand_a),
    .i_b        (i_operand_b),
    .o_sum      (w_op_add)
);
wire [31:0] w_op_sub;
alu_carry_lookahead_subtractor CLS(
    .i_a        (i_operand_a),
    .i_b        (i_operand_b),
    .o_diff     (w_op_sub)
);
wire [31:0] w_op_slt, w_op_sltu;
alu_less_than SLT(
    .i_a        (i_a),
    .i_b        (i_b),
    .sign       (1'b0),    
    .o_lt       (w_op_slt)
);
alu_less_than SLTU(
    .i_a        (i_a),
    .i_b        (i_b),
    .sign       (1'b1),    
    .o_lt       (w_op_sltu)
);
wire [31:0] w_op_sll, w_op_srl, w_op_sra;
alu_shift_left_logic SLL(
    .i_a        (i_operand_a),
    .i_b        (i_operand_b),
    .o_sll      (w_op_sll)
);
alu_shift_right_logic SLR(
    .i_a        (i_operand_a),
    .i_b        (i_operand_b),
    .o_srl      (w_op_srl)
);
alu_shift_right_arithmetic SRA(
    .i_a        (i_operand_a),
    .i_b        (i_operand_b),
    .o_sra      (w_op_sra)
);
always_comb begin
    case (i_alu_op)
        OP_ADD:     o_alu_data = w_op_add;
        OP_SUB:     o_alu_data = w_op_sub;
        OP_SLT:     o_alu_data = w_op_slt;
        OP_SLTU:    o_alu_data = w_op_sltu;
        OP_XOR:     o_alu_data = i_operand_a ^ i_operand_b;
        OP_OR:      o_alu_data = i_operand_b | i_operand_b;
        OP_AND:     o_alu_data = i_operand_a & i_operand_b;
        OP_SLL:     o_alu_data = w_op_sll;
        OP_SRL:     o_alu_data = w_op_srl;
        OP_SRA:     o_alu_data = w_op_sra;
        OP_OP_B:    o_alu_data = i_operand_b;
        default:    o_alu_data = 32'b0;
    endcase
end 
endmodule
module alu_carry_lookahead_32bit_unit(
    input  wire        i_c0,
    input  wire [31:0] i_p,
    input  wire [31:0] i_g,
    output wire [31:0] o_c,    
    output wire        o_c32,  
    output wire        o_p,    
    output wire        o_g     
);
    assign o_c[0] = i_g[0] | (i_p[0] & i_c0);
    genvar i;
    generate
        for(i = 1; i < 32; i = i + 1) begin : gen_carry
            assign o_c[i] = i_g[i] | (i_p[i] & o_c[i-1]);
        end
    endgenerate
    assign o_c32 = o_c[31];
    assign o_p = &i_p;  
    wire [31:0] g_level [5:0];  
    wire [31:0] p_level [5:0];
    assign g_level[0] = i_g;
    assign p_level[0] = i_p;
    genvar k;
    generate
        for(k = 0; k < 5; k = k + 1) begin : gen_tree
            for(i = 0; i < 32/(1 << (k+1)); i = i + 1) begin : gen_level
                assign p_level[k+1][i] = p_level[k][2*i+1] & p_level[k][2*i];
                assign g_level[k+1][i] = g_level[k][2*i+1] | (p_level[k][2*i+1] & g_level[k][2*i]);
            end
        end
    endgenerate
    assign o_g = g_level[5][0];  
endmodule
module full_adder_cla(
    input  wire i_a,
    input  wire i_b,
    input  wire i_c,
    output wire o_s,
    output wire o_p,
    output wire o_g
);
    assign o_g = i_a & i_b;
    assign o_p = i_a ^ i_b;
    assign o_s = o_p ^ i_c;
endmodule
module alu_carry_lookahead_adder(
    input  wire [31:0] i_a,
    input  wire [31:0] i_b,
    output wire [31:0] o_sum
);
    wire [31:0] g, p;     
    wire [31:0] c;        
    wire        c32, P, G;
    genvar i;
    generate
        for(i = 0; i < 32; i = i + 1) begin : gen_fulladder
            full_adder_cla FA (
                .i_a(i_a[i]),
                .i_b(i_b[i]),
                .i_c((i == 0) ? 1'b0 : c[i-1]),
                .o_s(o_sum[i]),
                .o_p(p[i]),
                .o_g(g[i])
            );
        end
    endgenerate
    alu_carry_lookahead_32bit_unit CLA32 (
        .i_c0(1'b0),
        .i_p(p),
        .i_g(g),
        .o_c(c),
        .o_c32(c32),
        .o_p(P),
        .o_g(G)
    );
endmodule
module alu_carry_lookahead_subtractor(
    input  wire [31:0] i_a,
    input  wire [31:0] i_b,
    output wire [31:0] o_diff
);
    wire [31:0] g, p;      
    wire [31:0] c;         
    wire        c32, P, G;
    wire [31:0] b_invert;  
    assign b_invert = ~i_b;
    genvar i;
    generate
        for(i = 0; i < 32; i = i + 1) begin : gen_fullsub
            full_adder_cla FA (
                .i_a(i_a[i]),
                .i_b(b_invert[i]),
                .i_c((i == 0) ? 1'b1 : c[i-1]),  
                .o_s(o_diff[i]),
                .o_p(p[i]),
                .o_g(g[i])
            );
        end
    endgenerate
    alu_carry_lookahead_32bit_unit CLA32 (
        .i_c0(1'b1),    
        .i_p(p),
        .i_g(g),
        .o_c(c),
        .o_c32(c32),
        .o_p(P),
        .o_g(G)
    );
endmodule
module alu_less_than(
    input logic [31:0]      i_a,
    input logic [31:0]      i_b,
    input logic             sign,    
    output logic [31:0]     o_lt
);
parameter logic signned     = 1'b0;
parameter logic unsignned   = 1'b1;
wire [31:0] w_slt, w_sltu;
signned_less_than SLT(
    .i_a        (i_a),
    .i_b        (i_b),
    .o_slt      (w_slt)
);
unsignned_less_than SLTU(
    .i_a        (i_a),
    .i_b        (i_b),
    .o_sltu     (w_sltu)
);
always_comb begin
    case(sign)
        signned: begin
            o_lt = w_slt; 
        end 
        unsignned: begin
            o_lt = w_sltu;
        end
    endcase
end 
endmodule
module signned_less_than(
    input logic [31:0]  i_a,
    input logic [31:0]  i_b,
    output logic [31:0] o_slt
);
assign o_slt = (i_a < i_b) ? 32'd1 : 32'd0;
endmodule
module unsignned_less_than(
    input logic [31:0]  i_a,
    input logic [31:0]  i_b,
    output logic [31:0] o_sltu
);
assign o_sltu = (i_a < i_b) ? 32'd1 : 32'd0;
endmodule
module alu_shift_left_logic(
    input logic [31:0]      i_a,
    input logic [31:0]      i_b,
    output logic [31:0]     o_sll
);
logic [31:0] stage0, stage1, stage2, stage3;
always_comb begin
    stage0 = i_b[0] ? {i_a[31:0], 1'b0} : i_a;
    stage1 = i_b[1] ? {stage0[29:0], 2'b0} : stage0;
    stage2 = i_b[2] ? {stage1[27:0], 4'b0} : stage1;
    stage3 = i_b[3] ? {stage2[23:0], 8'b0} : stage2;
    o_sll  = i_b[4] ? {stage3[15:0], 16'b0} : stage3;
end
endmodule
module alu_shift_right_arithmetic(
    input logic [31:0]  i_a,
    input logic [31:0]  i_b,
    output logic [31:0] o_sra
);
    logic [31:0] stage0, stage1, stage2, stage3;
    logic msb = i_a[31];
always_comb begin 
    stage0 = i_b[0] ? {{1{msb}}, i_a[31:1]} : i_a;
    stage1 = i_b[1] ? {{2{msb}}, stage0[31:2]} : stage0;
    stage2 = i_b[2] ? {{4{msb}}, stage1[31:4]} : stage1;
    stage3 = i_b[3] ? {{8{msb}}, stage2[31:8]} : stage2;
    o_sra  = i_b[4] ? {{16{msb}}, stage3[31:16]} : stage3;
end 
endmodule
module alu_shift_right_logic(
    input logic [31:0]  i_a,
    input logic [31:0]  i_b,
    output logic [31:0] o_srl
);
    logic [31:0] stage0, stage1, stage2, stage3;
always_comb begin
    stage0 = i_b[0] ? {1'b0, i_a[31:1]} : i_a;
    stage1 = i_b[1] ? {2'b0, stage0[31:2]} : stage0;
    stage2 = i_b[2] ? {4'b0, stage1[31:4]} : stage1;
    stage3 = i_b[3] ? {8'b0, stage2[31:8]} : stage2;
    o_srl = i_b[4] ? {16'b0, stage3[31:16]} : stage3;
end 
endmodule

===== design/flow/run.sh =====
#!/bin/bash
# OpenROAD 26Q1-2900-gdf79404cd8, Yosys 0.63+post, stock flow scripts
make -C /OpenROAD-flow-scripts/flow DESIGN_CONFIG=/design/flow/config.mk WORK_HOME=/design/flow/orfs finish

===== design/flow/config.mk =====
export PLATFORM = sky130hd
export DESIGN_NAME = alu
export DESIGN_NICKNAME = alu
export VERILOG_FILES = /design/flow/design.v
export SDC_FILE = /design/flow/constraint.sdc
export NUM_CORES = 4
export LEC_CHECK = 1
export CORE_UTILIZATION = 40

===== design/flow/constraint.sdc =====
current_design alu

set clk_period 27.1
set clk_io_pct 0.2

create_clock -name clk0 -period $clk_period

set non_clock_inputs [all_inputs -no_clocks]
set_input_delay [expr $clk_period * $clk_io_pct] -clock clk0 $non_clock_inputs
set_output_delay [expr $clk_period * $clk_io_pct] -clock clk0 [all_outputs]

==> out/qor.csv <==
stage,metric,value,unit
clocking,post_cts resized,0,
synthesis,synthesized instance count,816,
critical_path,"most used cell, CP",fa_1,
routing,drt via density,6.61,
routing,final wirelength,29500,µm
pwr,Pint,0.0728,mW
placed_design,routability cong.,1.07,
run_status,status,"complete, no violations",
synthesis,Synth Warn #,14,
critical_path,crit path DRT,21.68,ns
layout,Commonest Layout Cell,clkdlybuf4s50_1,
layout,FF/Latch Area,0,µm²
timing,Final WS setup,2.56,ns
critical_path,critical path class,primary input to output port,
grt,total gr overflow,0,
timing,final setup fails,0,
pwr,switch share,0.542,
pwr,Gate power share,1.000,
pwr,Net Switching,0.0862,mW
pwr,sequential fraction of design power,0,
routing,detailed router's first-iteration violation count,942,
die,row count,49,
timing,RSZ-0062 raised after global routing,false,
grt,largest net degree at the start of global routing,63,
layout,share of post-route cells with drive strength above 1,0.160,
routing,Remaining DRCs,0,
grt,number of global-route vias before repair,7135,
placed_design,DP HPWL,22000,µm
die,die width,138,µm
die,die height,138,µm
timing,Final period util,0.905,
critical_path,"critical path fanouts, max",39,
min_path,worst hold path class,primary input to output port,
pwr,Pwr Density,18.5,nW/µm²
routing,DR WL/cell,26.5,µm
timing,max_slew headroom,0.358,
synthesis,syn avg cell area,9.01,µm²
synthesis,Post-synth seq share,0,
timing,fin. max-slew vios,0,
timing,Final Hold Fails,0,
grt,GR Util All Layers,0.338,
routing,drt first pass iters,5,
run,Max-Cap Viols,0,
pwr,Max VDD drop,0.0000122,V
die,io pins,100,
layout,fillers,1737,
critical_path,worst path arrival time,19.12,ns
pwr,Clock Power Share,0,
synthesis,Yosys Chip Area,7350,µm²
placed_design,pre-CTS setup slack,2.63,ns
run,Log Warnings,94,
synthesis,# Cells Yosys,816,
layout,most frequent logic cells in the routed design,"clkdlybuf4s50_1 (96), mux4_2 (67), inv_1 (65)",
timing,Worst Max-Slew Pin Slew,0.939,ns
die,Die ar.,18900,µm²
layout,multi-input logic area,6740,µm²
critical_path,"CP delay by family, top",adder cells,
clocking,Post-CTS Hold Buffers,0,
critical_path,CP max stage delay,0.53,ns
timing,Fin Hold WS,11.90,ns
layout,Area Overhead vs Synth,16.8,%
die,FP Util,0.409,
critical_path,CP endpoint kind,output port,
layout,clkbuf count,0,
clocking,post-CTS setup buffer count,0,
timing,Fmax achieved,40.8,MHz
critical_path,crit start category,primary input,
critical_path,CP max-delay cell,fa_1,
die,area of the core,18000,µm²
routing,final antenna-violating net count,0,
grt,initial antenna violation count,0,
synthesis,number of distinct library cells after synthesis,73,
timing,min Tclk post-route,24.54,ns
placed_design,Port Buffer Count,100,
timing,setup TNS,0,ns
critical_path,WP buf/inv,5,
pwr,Static Leak,3.36,nW
routing,diode count,0,
routing,via count,7342,
grt,first-pass GRT wire length,44200,µm
synthesis,Post-Syn Area,7350,µm²
layout,sequential cell count,0,
==> metal layers <==
metal | wire [µm] | up-vias | GRT usage
li1 | - | 3236 | -
met1 | 11100 | 3511 | 0.463
met2 | 13000 | 540 | 0.480
met3 | 4040 | 55 | 0.158
met4 | 1270 | 0 | 0.113
met5 | 0 | - | 0.00278
==> final cells by class <==
class	instances	share of cell area
Tap cell	229	0.0334
Timing Repair Buffer	141	0.151
Multi-Input combinational cell	671	0.786
Inverter	69	0.0302
==> power groups by stage <==
stage,registers [mW],clock network [mW],logic [mW]
6_report,0,0,0.159
5_1_grt,0,0,0.173
4_1_cts,0,0,0.156
==> cell families (layout without fill, tap and decap cells) <==
kind of cell	after synthesis	count (layout)	synth area share
multiplexers	114	114	0.289
buffers and inverters	145	210	0.0867
AND-OR/OR-AND	220	220	0.210
AND/OR/NAND/NOR	213	213	0.141
adder cells (fa/ha/maj)	124	124	0.272
==> synth_stat cells (all sizes together) (8+ instances only) <==
master | instances | share of area
clkbuf | 38 | 0.019
a221o | 9 | 0.012
nand2 | 63 | 0.032
ha | 64 | 0.11
a2111oi | 9 | 0.012
o211ai | 17 | 0.017
nor2 | 64 | 0.033
mux2i | 26 | 0.035
o21ai | 47 | 0.032
a31oi | 10 | 0.0085
a22o | 8 | 0.0095
buf | 38 | 0.032
inv | 66 | 0.034
nor3 | 21 | 0.014
a211oi | 11 | 0.011
mux2 | 13 | 0.020
o22ai | 19 | 0.016
a221oi | 8 | 0.0095
mux4 | 75 | 0.23
nand3 | 12 | 0.0082
a21oi | 30 | 0.020
fa | 60 | 0.16
==> through the flow <==
stage                     cells  utilization  area, µm²  power [mW]
after global routing       1110        0.478       8580       0.173
final                      1110        0.478       8580       0.159
after CTS                  1110        0.478       8580       0.156
after global placement     1110        0.478       8580       0.156
after detailed placement   1110        0.478       8580       0.155
after floorplan             816            -       7350      0.0898
==> path summary, 6_finish.rpt <==
check	from	to	slack, ns	cells after the start
max	i_operand_b[1]	o_alu_data[30]	2.56	38
min	i_operand_b[28]	o_alu_data[28]	11.90	4
No activity file was given, so power comes from the tool's default toggle rates.
